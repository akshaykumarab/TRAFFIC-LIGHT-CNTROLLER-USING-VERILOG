<file path="design/flow/config.mk">
export PLATFORM = sky130hd
export DESIGN_NAME = Traffic_Light_Controller
export DESIGN_NICKNAME = Traffic_Light_Controller
export VERILOG_FILES = /design/flow/design.v
export SDC_FILE = /design/flow/constraint.sdc
export NUM_CORES = 4
export LEC_CHECK = 1
export CORE_AREA = 10 10 75 75
export DIE_AREA = 0 0 85 85
</file>
<file path="design/flow/constraint.sdc">
current_design Traffic_Light_Controller

set clk_period 2.1
set clk_io_pct 0.2

create_clock -name clk0 -period $clk_period [get_ports {clk}]

set non_clock_inputs [all_inputs -no_clocks]
set_input_delay [expr $clk_period * $clk_io_pct] -clock clk0 $non_clock_inputs
set_output_delay [expr $clk_period * $clk_io_pct] -clock clk0 [all_outputs]
</file>
<file path="design/flow/design.v">
`timescale 1ns / 1ps
module Traffic_Light_Controller(
    input clk,rst,
    output reg [2:0]light_M1,
    output reg [2:0]light_S,
    output reg [2:0]light_MT,
    output reg [2:0]light_M2
    );
    parameter  S1=0, S2=1, S3 =2, S4=3, S5=4,S6=5;
    reg [3:0]count;
    reg[2:0] ps;
    parameter  sec7=7,sec5=5,sec2=2,sec3=3;
    always@(posedge clk or posedge rst)
        begin
        if(rst==1)
        begin
        ps<=S1;
        count<=0;
        end
        else
            case(ps)
                S1: if(count<sec7)
                        begin
                        ps<=S1;
                        count<=count+1;
                        end
                    else
                        begin
                        ps<=S2;
                        count<=0;
                        end
                S2: if(count<sec2)
                        begin
                        ps<=S2;
                        count<=count+1;
                        end
                    else
                        begin
                        ps<=S3;
                        count<=0;
                        end
                S3: if(count<sec5)
                        begin
                        ps<=S3;
                        count<=count+1;
                        end
                    else
                        begin
                        ps<=S4;
                        count<=0;
                        end
                S4:if(count<sec2)
                        begin
                        ps<=S4;
                        count<=count+1;
                        end
                    else
                        begin
                        ps<=S5;
                        count<=0;
                        end
                S5:if(count<sec3)
                        begin
                        ps<=S5;
                        count<=count+1;
                        end
                    else
                        begin
                        ps<=S6;
                        count<=0;
                        end
                S6:if(count<sec2)
                        begin
                        ps<=S6;
                        count<=count+1;
                        end
                    else
                        begin
                        ps<=S1;
                        count<=0;
                        end
                default: ps<=S1;
                endcase
            end   
            always@(ps)    
            begin
                case(ps)
                    S1:
                    begin
                       light_M1<=3'b001;
                       light_M2<=3'b001;
                       light_MT<=3'b100;
                       light_S<=3'b100;
                    end
                    S2:
                    begin 
                       light_M1<=3'b001;
                       light_M2<=3'b010;
                       light_MT<=3'b100;
                       light_S<=3'b100;
                    end
                    S3:
                    begin
                       light_M1<=3'b001;
                       light_M2<=3'b100;
                       light_MT<=3'b001;
                       light_S<=3'b100;
                    end
                    S4:
                    begin
                       light_M1<=3'b010;
                       light_M2<=3'b100;
                       light_MT<=3'b010;
                       light_S<=3'b100;
                    end
                    S5:
                    begin
                       light_M1<=3'b100;
                       light_M2<=3'b100;
                       light_MT<=3'b100;
                       light_S<=3'b001;
                    end
                    S6:
                    begin 
                       light_M1<=3'b100;
                       light_M2<=3'b100;
                       light_MT<=3'b100;
                       light_S<=3'b010;
                    end
                    default:
                    begin 
                       light_M1<=3'b000;
                       light_M2<=3'b000;
                       light_MT<=3'b000;
                       light_S<=3'b000;
                    end
                    endcase
            end                
endmodule
</file>
<file path="design/flow/run.sh">
#!/bin/bash
# OpenROAD 26Q1-2900-gdf79404cd8, Yosys 0.63+post, stock flow scripts
make -C /OpenROAD-flow-scripts/flow DESIGN_CONFIG=/design/flow/config.mk WORK_HOME=/design/flow/orfs finish
</file>
==> flow_metrics.env <==
# implementation run metrics
export IMPL_routed_wire_length_per_instance_microns=12.2
export IMPL_antenna_found_initial=0
export IMPL_cts_root_buffer="clkbuf_8"
export IMPL_async_flop_share_pct=100
export IMPL_fp_utilization_pct=16.6
export IMPL_hold_path_class="in -> async"
export IMPL_grt_max_degree=12
export IMPL_slew_limit_headroom_pct=74.6
export IMPL_dp_hpwl_microns=1180
export IMPL_reg2reg_setup_slack_ps=410
export IMPL_drtIter0Drc=49
export IMPL_clock_latency_ps=240
export IMPL_cts_tree="yes"
export IMPL_startpoint_type="register"
export IMPL_viasPerCell=4.28
export IMPL_critPathMaxFanout=4
export IMPL_grt_pass1_wl_microns=2750
export IMPL_grt_pass1_vias=587
export IMPL_track_usage_pct=4.45
export IMPL_edf_count=0
export IMPL_ys_area_sq_um=673
export IMPL_dpl_cell_area_sq_um=805
export IMPL_postSynthCellCount=77
export IMPL_criticalPathCategory="reg -> out"
export IMPL_yosys_warnings=1
export IMPL_boundaryPins=14
export IMPL_finalWirelength_microns=1720
export IMPL_reg2reg_from="count[1]$_DFFE_PP0P_"
export IMPL_end_kind="primary output"
export IMPL_htree_levels=1
export IMPL_synth_distinct_cells=32
export IMPL_fin_area_sq_um=906
export IMPL_post_layout_total_power_mw=0.405
export IMPL_first_pass_iters=4
export IMPL_clock_skew_ps=8.96
export IMPL_ir_worst_vdd_mv=0.157
export IMPL_synthTopCellsByCount="9 x dfrtp_1, 7 x nor2_1, 6 x clkbuf_1, 6 x inv_1"
export IMPL_place_congestion=0.849
export IMPL_ys_ff=10
export IMPL_synth_top_area_share_pct=33.5
export IMPL_drc_errors=0
export IMPL_clkSlewWorstSetupHoldPaths_ps=50
export IMPL_setup_violations=0
export IMPL_fmax_mhz=493
export IMPL_hold_buffers=0
export IMPL_tns_ps=0
export IMPL_yosysTopAreaCell="dfrtp_1"
export IMPL_min_period_ps=2030
export IMPL_yosys_top_cells_area="dfrtp_1 33%, dfstp_2 3.9%, nor2_1 3.9%"
export IMPL_cts_buffers=3
export IMPL_layout_area_overhead_vs_synth_pct=34.6
export IMPL_drive_gt1_share_pct=25.3
export IMPL_diodes=0
export IMPL_arrival_ps=1610
export IMPL_portBuffers=13
export IMPL_detail_route_antenna_nets=0
export IMPL_yosysSeqAreaShare_pct=37.4
export IMPL_core_sq_um=4060
export IMPL_drv_slew=0
export IMPL_syn_cell_area_sq_um=673
export IMPL_p_per_area_nw_per_um2=447
export IMPL_dieArea_sq_um=7230
export IMPL_avgSynthCellArea_sq_um=8.74
export IMPL_grt_overflow=0
export IMPL_reg2regPathDepth=5
export IMPL_critPathLaunch="ps[4]$_DFF_PP0_"
export IMPL_rows=23
export IMPL_vias=604
export IMPL_fp_dieW_microns=85
export IMPL_yosys_most_used_dff="dfrtp_1"
export IMPL_worstMarginPinSlew_ps=371
export IMPL_hold_violations=0
export IMPL_status="finished clean"
export IMPL_cp_required_ps=1680
export IMPL_period_used_pct=96.5
export IMPL_clock_path_buffers=2
export IMPL_final_util_pct=22.3
export IMPL_cap_violations=0
export IMPL_log_warning_count=26
export IMPL_die_h_microns=85
export IMPL_synth_top_cell_by_count="dfrtp_1"
export IMPL_r2r_end="count[0]$_DFFE_PP0P_"
export IMPL_rsz0062_at_grt="false"
export IMPL_cts_sinks=10
export IMPL_p_leak_nw=0.417
export IMPL_fin_hold_ws_ps=465
export IMPL_ys_cells=77
[cell type report]
type / instances / area [sq um]
Fill cell: 426 / 3150
Multi-Input combinational cell: 51 / 333
Sequential cell: 10 / 255
Timing Repair Buffer: 20 / 188
Tap cell: 50 / 62.6
Clock buffer: 4 / 45.0
Inverter: 6 / 22.5
[worst max-delay path, cell delays in order (launching register included)]
cell	delay (ps)
dfrtp_1	400
or2_4	260
or3_1	310
clkdlybuf4s50_1	410
[placed cells by master, fill, tap and decap left out, types with 3 or more instances in the layout]
cell	instances
o21ai_0	4
nand2_1	5
a21oi_1	5
clkbuf_8	3
dfrtp_1	6
buf_4	7
nor2_1	7
clkdlybuf4s50_1	11
dfrtp_2	3
nor3_1	5
inv_1	6
[flip-flops by register name (all words and copies together), names as in the netlist]
name   cells
count      4
ps         6
[cells by family after synthesis]
| kind of cell | synth area share, % |
|---|---|
| compound gates | 18.2 |
| fa+ha+maj | 3.72 |
| buf+inv | 13.6 |
| flops | 37.4 |
| mux | 1.49 |
| simple gates | 25.7 |
[stage by stage]
step                      instances  worst slack (ps)
after floorplan                  77               625
after global placement          131               183
after detailed placement        131               163
after CTS                       139              8.84
after global routing            141              10.5
final                           141              73.4
[worst max path at each step]
stage     slack [ps]     endpoint
6_report          70  light_MT[2]
4_1_cts            9   light_S[2]
5_1_grt           10  light_MT[2]
[report_power, final]
part	switching, mW	internal [mW]
Combinational	0.00399	0.00172
Clock	0.0730	0.133
Sequential	0	0.193
Total	0.0770	0.328
[routing by layer]
metal	global-route usage (%)	vias up	wire (microns)
li1	-	291	-
met1	5.64	291	820
met2	6.74	20	727
met3	2.22	2	161
met4	0.749	0	12
met5	0	-	0
[what timing repair did]
item	in CTS	in global routing
setup endpoints to repair	3	3
gates resized	4	2
setup buffers	4	2
pin swaps	0	1
